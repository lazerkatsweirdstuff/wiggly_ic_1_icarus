==> design/flow/design.v <==
`default_nettype none
`timescale 1ns / 1ps
module ps2rx
   (
    input clk, reset,
    input ps2d, ps2c, rx_en,
    output reg rx_idle, rx_done_tick,
    output reg [7:0] dout
   );
   parameter idle = 2'b00, dps = 2'b01, load = 2'b10;
   reg [1:0] state_reg, state_next;
   reg [1:0] n_reg, n_next;
   reg [10:0] b_reg, b_next;
   reg [7:0] filter_reg, filter_next;
   reg f_ps2c_reg, f_ps2c_next;
   reg fall_edge;
   always @ (posedge clk or posedge reset)
   if (reset) begin
      filter_reg <= 8'b0;
      f_ps2c_reg <= 1'b0;
   end
   else begin
      filter_reg <= filter_next;
      f_ps2c_reg <= f_ps2c_next;
   end
   assign filter_next = {ps2c, filter_reg[7:1]};
   assign f_ps2c_next = (filter_reg == 8'b11111111) ? 1'b1 :
                        (filter_reg == 8'b00000000) ? 1'b0 :
                         f_ps2c_reg;
   assign fall_edge = f_ps2c_reg & ~f_ps2c_next;
   always @ (posedge clk or posedge reset)
   if (reset) begin
      state_reg <= idle;
      n_reg <= 4'b0;
      b_reg <= 11'b0;
   end
   else begin
      state_reg <= state_next;
      n_reg <= n_next;
      b_reg <= b_next;
   end
   always @ (*)
   begin
      state_next = state_reg;
      rx_idle = 1'b0;
      rx_done_tick = 1'b0;
      n_next = n_reg;
      b_next = b_reg;
      case (state_reg)
         idle: begin
            rx_idle = 1'b1;
            if (fall_edge & rx_en) begin
               b_next = {ps2d, b_reg[10:1]};
               n_next = 4'b1001;
               state_next = dps;
            end
         end
         dps: begin  
            if (fall_edge) begin
               b_next = {ps2d, b_reg[10:1]};
               if (n_reg == 0)
                  state_next = load;
               else
                  n_next = n_reg - 1;
            end
         end
         load: begin
            state_next = idle;
            rx_done_tick = 1'b1;
         end
         default: state_next = idle;
      endcase
   end
   always @ (*) begin
      dout = b_reg[8:1];   
   end
endmodule  
`default_nettype none
`timescale 1ns / 1ps
module ps2tx
   (
    input wire        clk, reset,
    input wire        wr_ps2, rx_idle,
    input wire [7:0]  din,
    output reg        tx_idle, tx_done_tick,
    input wire        ps2c,
    output reg        ps2c_out, ps2d_out,
    output wire       tri_c, tri_d  
   );
   typedef enum {idle, waitr, rts, start, data, stop} state_type;
   state_type state_reg, state_next;
   reg [7:0] filter_reg;
   reg [7:0] filter_next;
   reg f_ps2c_reg;
   reg f_ps2c_next;
   reg [3:0] n_reg, n_next;
   reg [8:0] b_reg, b_next;
   reg [12:0] c_reg, c_next;
   wire par, fall_edge;
   always @(posedge clk or posedge reset) begin
      if (reset) begin
         filter_reg <= 8'b0;
         f_ps2c_reg <= 1'b0;
      end
      else begin
         filter_reg <= filter_next;
         f_ps2c_reg <= f_ps2c_next;
      end
   end
   assign filter_next = {ps2c, filter_reg[7:1]};
   assign f_ps2c_next = (filter_reg == 8'b11111111) ? 1'b1 :
                        (filter_reg == 8'b00000000) ? 1'b0 :
                         f_ps2c_reg;
   assign fall_edge = f_ps2c_reg & ~f_ps2c_next;
   always @(posedge clk or posedge reset) begin
      if (reset) begin
         state_reg <= idle;
         c_reg <= 13'b0;
         n_reg <= 4'b0;
         b_reg <= 9'b0;
      end
      else begin
         state_reg <= state_next;
         c_reg <= c_next;
         n_reg <= n_next;
         b_reg <= b_next;
      end
   end
   assign par = ~(^din);
   always @(*) begin
      state_next = state_reg;
      c_next = c_reg;
      n_next = n_reg;
      b_next = b_reg;
      tx_done_tick = 1'b0;
      ps2c_out = 1'b1;
      ps2d_out = 1'b1;
      tri_c = 1'b0;
      tri_d = 1'b0;
      tx_idle = 1'b0;
      case (state_reg)
         idle: begin
            tx_idle = 1'b1;
            if (wr_ps2) begin
               b_next = {par, din};
               c_next = 13'h1fff;  
               state_next = waitr;
            end
         end
         waitr: begin
            if (rx_idle)
               state_next = rts;         
         end
         rts: begin   
            ps2c_out = 1'b0;
            tri_c = 1'b1;
            c_next = c_reg - 1;
            if (c_reg == 0)
               state_next = start;
         end
         start: begin  
            ps2d_out = 1'b0;
            tri_d = 1'b1;
            if (fall_edge) begin
               n_next = 4'h8;
               state_next = data;
            end
         end
         data: begin   
            ps2d_out = b_reg[0];
            tri_d = 1'b1;
            if (fall_edge) begin
               b_next = {1'b0, b_reg[8:1]};
               if (n_reg == 0)
                  state_next = stop;
               else
                  n_next = n_reg - 1;
            end
         end
         default: begin    
            if (fall_edge) begin
               state_next = idle;
               tx_done_tick = 1'b1;
            end
         end
      endcase
   end
   assign tri_c = (ps2c_out) ? 1'b1 : 1'bz;
   assign tri_d = (ps2d_out) ? 1'b1 : 1'bz;
endmodule  
`default_nettype none
`timescale 1ns / 1ps
module simple_display_timings_480p (
    input  wire clk_pix,            
    input  wire rst,                
    output reg [9:0] sx,            
    output reg [9:0] sy,            
    output reg hsync,               
    output reg vsync,               
    output reg de                   
    );
    parameter HA_END = 639;            
    parameter HS_STA = HA_END + 16;    
    parameter HS_END = HS_STA + 96;    
    parameter LINE   = 799;            
    parameter VA_END = 479;            
    parameter VS_STA = VA_END + 10;    
    parameter VS_END = VS_STA + 2;     
    parameter SCREEN = 524;            
    always @(*) begin
        hsync = ~(sx >= HS_STA && sx < HS_END);   
        vsync = ~(sy >= VS_STA && sy < VS_END);   
        de = (sx <= HA_END && sy <= VA_END);
    end
    always @(posedge clk_pix or posedge rst) begin
        if (rst) begin
            sx <= 0;
            sy <= 0;
        end else begin
            if (sx == LINE) begin   
                sx <= 0;
                sy <= (sy == SCREEN) ? 0 : sy + 1;   
            end else begin
                sx <= sx + 1;
            end
        end
    end
endmodule
`default_nettype none
`timescale 1ns / 1ps
module wiggly_ic_1 (
  input wire        clk, rst,
  input wire        vga_clk_pix,  
  output wire       vga_hsync, vga_vsync,
  output wire [1:0] vga_r, vga_g, vga_b,  
  output wire [9:0] vga_sx, vga_sy,  
  output wire       vga_de,
  output wire [7:0] most_recent_kbd_data,
  input wire        kbd_clk, kbd_data,
  input wire        mouse_clk_in, mouse_data_in,
  output wire       mouse_clk_out, mouse_data_out,
  output wire       mouse_clk_oe, mouse_data_oe  
);
    reg [7:0]      kbd_dout;
    reg            kbd_rx_done_tick;
    ps2rx kbd (
      .clk(clk), .reset(rst),
      .ps2d(kbd_data), .ps2c(kbd_clk),
      .rx_en(1'b1),
      .rx_idle(), .rx_done_tick(kbd_rx_done_tick),
      .dout(kbd_dout)
    );
    always @ (posedge clk) begin
        if (kbd_rx_done_tick)
            most_recent_kbd_data <= kbd_dout;
    end
    reg [7:0] mouse_dout;
    reg       mouse_rx_done_tick;
    reg       mouse_rx_idle, mouse_tx_idle;
    ps2rx mouse_rx (
      .clk(clk), .reset(rst),
      .ps2d(mouse_data_in), .ps2c(mouse_clk_in),
      .rx_en(mouse_tx_idle),
      .rx_idle(mouse_rx_idle), .rx_done_tick(mouse_rx_done_tick),
      .dout(mouse_dout)
    );
    reg mouse_tx_done_tick;
    reg       mouse_wr_ps2;
    reg [7:0] mouse_din;
        ps2tx mouse_tx (
          .clk(clk), .reset(rst),
          .wr_ps2(mouse_wr_ps2), .rx_idle(mouse_rx_idle),
          .din(mouse_din),
          .ps2c(mouse_clk_in),
          .ps2c_out(mouse_clk_out), .ps2d_out(mouse_data_out),
          .tri_c(mouse_clk_oe), .tri_d(mouse_data_oe),
          .tx_idle(mouse_tx_idle), .tx_done_tick(mouse_tx_done_tick)
        );
    parameter READ_EXPECT = 0, WRITE = 1, 
              READ_PACKET0 = 2, READ_PACKET1 = 3, 
              READ_PACKET2 = 4, DONE_PACKET = 5;
    reg [4:0] mouse_ops_idx;
    reg [4:0] mouse_ops_idx_next;
    always @ (posedge clk) begin
        if (rst)
            mouse_ops_idx <= 5'd06;  
        else
            mouse_ops_idx <= mouse_ops_idx_next;
    end
    reg [7:0] mouse_op_code;
    always @ (*) begin
        mouse_ops_idx_next = mouse_ops_idx;
        case (mouse_ops_idx)
            5'd00: mouse_op_code = 8'hFF; 
            5'd01: mouse_op_code = 8'hFA; 
            5'd02: mouse_op_code = 8'hAA; 
            5'd03: mouse_op_code = 8'h00; 
            5'd04: mouse_op_code = 8'hF4;
            5'd05: mouse_op_code = 8'hFA;
            5'd06: mouse_op_code = 8'h00;
            5'd07: mouse_op_code = 8'h00;
            5'd08: mouse_op_code = 8'h00;
            5'd09: mouse_op_code = 8'h00;
            default: mouse_op_code = 8'hFF;
        endcase
    end
    reg [9:0] mouse_x, mouse_y;
    always @ (posedge clk) begin
        if (rst) begin
            mouse_x <= 10'd6;
            mouse_y <= 10'd6;
        end else if (mouse_ops_idx == DONE_PACKET) begin
            mouse_x <= mouse_x + mouse_dout;   
            mouse_y <= mouse_y + mouse_dout;   
        end
    end
    simple_display_timings_480p display_timings_inst (
        .clk_pix(vga_clk_pix), .rst(rst),
        .sx(vga_sx), .sy(vga_sy),
        .hsync(vga_hsync), .vsync(vga_vsync), .de(vga_de)
    );
    always @ (posedge vga_clk_pix) begin
        vga_r = 2'h0; vga_g = 2'h0; vga_b = 2'h0;
        if (vga_de) begin
            vga_r = 2'h3; vga_g = 2'h3; vga_b = 2'h3;
            if ((mouse_x <= vga_sx && vga_sx <= mouse_x + 10 &&
                 mouse_y <= vga_sy && vga_sy <= mouse_y + 10)) begin
                vga_r = 2'h0; vga_g = 2'h0; vga_b = 2'h3;
            end
        end
    end
endmodule
==> design/flow/run.sh <==
#!/bin/bash
# OpenROAD 26Q1-2900-gdf79404cd8, Yosys 0.63+post, stock flow scripts
make -C /OpenROAD-flow-scripts/flow DESIGN_CONFIG=/design/flow/config.mk WORK_HOME=/design/flow/orfs finish
==> design/flow/config.mk <==
export PLATFORM = sky130hd
export DESIGN_NAME = wiggly_ic_1
export DESIGN_NICKNAME = wiggly_ic_1
export VERILOG_FILES = /design/flow/design.v
export SDC_FILE = /design/flow/constraint.sdc
export NUM_CORES = 4
export LEC_CHECK = 1
export CORE_UTILIZATION = 40
==> design/flow/constraint.sdc <==
current_design wiggly_ic_1

set clk_period 4.0
set clk_io_pct 0.2

create_clock -name clk0 -period $clk_period [get_ports {clk}]
create_clock -name clk1 -period $clk_period [get_ports {vga_clk_pix}]

set non_clock_inputs [all_inputs -no_clocks]
set_input_delay [expr $clk_period * $clk_io_pct] -clock clk0 $non_clock_inputs
set_output_delay [expr $clk_period * $clk_io_pct] -clock clk0 [all_outputs]
==> load_flow_metrics.sql <==
-- load yosys + openroad results
INSERT INTO impl_metrics (metric_group, metric, value, unit) VALUES
('status', 'run_status', 'completed', ''),
('floorplan', 'core_region_area', '8760', 'sq um'),
('yosys', 'ys_cells', '319', ''),
('min_path', 'hold_class', 'flip-flop to flip-flop', ''),
('power', 'vdd_drop_max', '0.132', 'mV'),
('worst_setup_path', 'worst_setup_path_start_kind', 'flip-flop', ''),
('yosys', 'number_of_flops_mapped_to_enable_cells_by_yosys', '8', ''),
('worst_setup_path', 'crit_slowest_cell', 'sky130_fd_sc_hd__dfrtp_1', ''),
('worst_setup_path', 'slowest_delay', '0.44', 'ns'),
('timing', 'slew_viol_final', '0', ''),
('final_layout', 'final_layout_top_logic_cells', '72 x sky130_fd_sc_hd__dfrtp_1, 42 x sky130_fd_sc_hd__clkdlybuf4s50_1, 30 x sky130_fd_sc_hd__nand2_1, 21 x sky130_fd_sc_hd__nor2_1, 18 x sky130_fd_sc_hd__inv_1', ''),
('min_path', 'min_path_cells', '0', ''),
('worst_setup_path', 'crit_chain', 'ha_1, a31oi_1, mux2i_1, nand4b_1, clkdlybuf4s50_1', ''),
('cts', 'post_cts_resized', '0', ''),
('yosys', 'postSynth.asyncResetShare', '0.881', ''),
('worst_setup_path', 'worstPathRequired', '3.20', 'ns'),
('yosys', 'yosys-stat-area', '3650', 'sq um'),
('run', 'tool_warnings', '33', ''),
('worst_setup_path', 'critPathTopFamily', 'flip-flops', ''),
('timing', 'setup_viol', '0', ''),
('final_layout', 'instances_no_fill', '476', ''),
('worst_setup_path', 'worst-r2r-cell-count', '4', ''),
('final_layout', 'max_ffs_per_register', '13', ''),
('placement', 'post_place_cells', '457', ''),
('placement', 'dpl-instance-area', '4130', 'sq um'),
('global_route', 'grt_first_pass_wirelength', '11000', 'microns'),
('timing', 'final.setup_skew', '0.00627', 'ns'),
('power', 'cellPowerDensity', '342', 'nW/um^2'),
('routing', 'viasPerCell', '5.15', ''),
('yosys', 'synth_warnings', '38', ''),
('cts', 'cts-hold-fix-buffers', '0', ''),
('routing', 'wl_per_cell', '13.0', 'microns'),
('routing', 'remaining_drc_errors', '0', ''),
('final_layout', 'final_layout_top_logic_cell', 'sky130_fd_sc_hd__dfrtp_1', ''),
('timing', 'finalHoldWorstSlack', '0.399', 'ns'),
('timing', 'worst_slew_margin_rel', '0.462', ''),
('routing', 'detail-route-antenna-nets', '0', ''),
('yosys', 'synthesis.area', '3650', 'sq um'),
('run', 'max_cap_violations', '0', ''),
('floorplan', 'die_h', '97.5', 'microns'),
('floorplan', 'die_x', '97.5', 'microns'),
('yosys', 'postSynthAreaPerCell', '11.4', 'sq um'),
('yosys', 'dominant_register_cell_in_the_synthesized_netlist', 'sky130_fd_sc_hd__dfrtp_1', ''),
('floorplan', 'floorplan.io_pins', '48', ''),
('worst_setup_path', 'worst-endpoint-arrival', '2.00', 'ns'),
('worst_setup_path', 'worstSetupEndpointType', 'primary output', ''),
('global_route', 'grt_overflow_total', '0', ''),
('placement', 'dp_hpwl', '4170', 'microns'),
('worst_setup_path', 'worstPathBufferInverterCount', '1', ''),
('worst_setup_path', 'timing.critical_path.to', 'vga_hsync', ''),
('floorplan', 'fp.dieArea', '9500', 'sq um'),
('final_layout', 'post_route_cells_drive_above_1_share', '0.103', ''),
('worst_setup_path', 'launching_element_of_the_worst_setup_path', 'display_timings_inst.sx[0]', ''),
('power', 'leakagePower', '1.79', 'nW'),
('routing', 'first_iter_violations', '128', ''),
('routing', 'routed_wirelength', '6180', 'microns'),
('routing', 'insertedDiodeCount', '0', ''),
('final_layout', 'fin_area', '4330', 'sq um'),
('cts', 'cts_tree', 'done', ''),
('worst_setup_path', 'r2r_setup_slack', '1.89', 'ns'),
('worst_setup_path', 'crit_cells', '5', ''),
('timing', 'setup_total_negative_slack', '0', 'ns'),
('timing', 'rsz0062_at_grt', 'no', ''),
('timing', 'final_hold_viols', '0', ''),
('yosys', 'synth_cells', '319', ''),
('global_route', 'grt_pass1_vias', '2412', ''),
('timing', 'timing_worst_slew_pin_value', '0.800', 'ns'),
('placement', 'gp_routability_congestion', '0.863', ''),
('floorplan', 'floorplanUtilization', '0.416', ''),
('yosys', 'yosys.cell_types.count', '52', ''),
('final_layout', 'area_delta_synth_final', '18.7', '%');
how the worst min path moves through the flow:
stage / startpoint / to
4_1_cts: mouse_tx.filter_reg[3] / mouse_tx.filter_reg[2]
5_1_grt: mouse_tx.filter_reg[2] / mouse_tx.filter_reg[1]
6_report: mouse_tx.filter_reg[3] / mouse_tx.filter_reg[2]
through the flow:
step / power [W] / worst slack [ns] / utilization
floorplan: 0.000910 / 1.32 / -
global placement: 0.000920 / 1.51 / 0.471
detailed placement: 0.000921 / 1.51 / 0.471
CTS: 0.00150 / 1.21 / 0.494
global route: 0.00154 / 1.04 / 0.494
finish: 0.00148 / 1.20 / 0.494
kinds of logic (layout without fill, tap and decap cells):
logic type	Yosys count	after routing	synth area share
AND-OR/OR-AND	41	41	0.0741
XOR/XNOR	20	20	0.0480
adder cells (fa/ha/maj)	11	11	0.0377
buffers and inverters	34	82	0.0453
flip-flops	84	84	0.585
multiplexers	13	13	0.0391
other	2	3	0.00206
AND/OR/NAND/NOR	114	114	0.168
worst register-to-register path, delay by kind of cell, from the launching register on:
family | cells | cell delay [ns]
compound gates | 1 | 0.11
flops | 1 | 0.40
simple gates | 3 | 1.53
cell usage after synthesis, types with 7 or more instances:
master / count / share of area
sky130_fd_sc_hd__buf_4: 7 / 0.014
sky130_fd_sc_hd__xnor2_1: 10 / 0.024
sky130_fd_sc_hd__xor2_1: 10 / 0.024
sky130_fd_sc_hd__nand3_1: 15 / 0.021
sky130_fd_sc_hd__nor2_1: 21 / 0.022
sky130_fd_sc_hd__nand4_1: 9 / 0.015
sky130_fd_sc_hd__ha_1: 11 / 0.038
sky130_fd_sc_hd__nand2_1: 30 / 0.031
sky130_fd_sc_hd__o21ai_0: 15 / 0.021
sky130_fd_sc_hd__mux2_2: 10 / 0.031
sky130_fd_sc_hd__nor4_1: 11 / 0.019
sky130_fd_sc_hd__inv_1: 19 / 0.020
sky130_fd_sc_hd__dfrtp_1: 72 / 0.49
sky130_fd_sc_hd__edfxtp_1: 8 / 0.066
routing by layer:
metal,share of wire,track usage
met2,0.44,0.207
met1,0.51,0.234
met5,0,0
met3,0.025,0.0183
met4,0.020,0.0362
cell type report:
class | instances | area [sq um]
Clock buffer | 14 | 173
Clock inverter | 5 | 27.5
Fill cell | 795 | 4440
Inverter | 19 | 71.3
Multi-Input combinational cell | 202 | 1350
Sequential cell | 84 | 2130
Tap cell | 108 | 135
Timing Repair Buffer | 44 | 435
report_power, final:
| part | switching, W | internal, W | total (W) |
|---|---|---|---|
| clock | 0.000288 | 0.000286 | 0.000575 |
| sequential | 0.00000809 | 0.000870 | 0.000878 |
| combinational | 0.0000174 | 0.00000734 | 0.0000247 |
Power figures rest on the tool's default switching activity, not on a simulated workload.
